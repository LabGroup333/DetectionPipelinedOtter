[/design/flow/design.v]
`timescale 1ns/1ps
module FORWARDING_UNIT(
    input  logic [4:0] rs1_D, rs2_D,       
    input  logic [4:0] rd_E, rd_M,         
    input  logic       regWrite_E, regWrite_M,
    output logic [1:0] forwardA, forwardB  
);
    always_comb begin
        forwardA = 2'b00;  
        if (regWrite_E && (rd_E != 5'b0) && (rd_E == rs1_D))
            forwardA = 2'b10;  
        else if (regWrite_M && (rd_M != 5'b0) && (rd_M == rs1_D))
            forwardA = 2'b01;  
    end
    always_comb begin
        forwardB = 2'b00;  
        if (regWrite_E && (rd_E != 5'b0) && (rd_E == rs2_D))
            forwardB = 2'b10;  
        else if (regWrite_M && (rd_M != 5'b0) && (rd_M == rs2_D))
            forwardB = 2'b01;  
    end
endmodule
[/design/flow/run.sh]
#!/bin/bash
# OpenROAD 26Q1-2900-gdf79404cd8, Yosys 0.63+post, stock flow scripts
make -C /OpenROAD-flow-scripts/flow DESIGN_CONFIG=/design/flow/config.mk WORK_HOME=/design/flow/orfs finish
[/design/flow/config.mk]
export PLATFORM = sky130hd
export DESIGN_NAME = FORWARDING_UNIT
export DESIGN_NICKNAME = FORWARDING_UNIT
export VERILOG_FILES = /design/flow/design.v
export SDC_FILE = /design/flow/constraint.sdc
export NUM_CORES = 4
export LEC_CHECK = 1
export CORE_AREA = 10 10 70 70
export DIE_AREA = 0 0 80 80
[/design/flow/constraint.sdc]
current_design FORWARDING_UNIT

set clk_period 3.0
set clk_io_pct 0.2

create_clock -name clk0 -period $clk_period

set non_clock_inputs [all_inputs -no_clocks]
set_input_delay [expr $clk_period * $clk_io_pct] -clock clk0 $non_clock_inputs
set_output_delay [expr $clk_period * $clk_io_pct] -clock clk0 [all_outputs]
==> flow_summary.ini <==
; physical design summary
[synth]
yosysWarnings = 1
top_cell_area_share = 0.544
top_area_cell = xnor2_1
ys_cells = 34
synth_cell_types = 9
yosysChipArea_um2 = 258
syn_area_per_cell_um2 = 7.58
netlist_area_um2 = 258
ys_seq_frac = 0
area_leaders = xnor2_1 (54%), xor2_1 (14%), nor4_1 (9.7%)
synthCells = 34

[placement]
port-buffer-count = 26
hpwlAfterDp_mm = 1.17
place_ws_ns = -0.238
dp.cells = 112
routabilityCongestion = 0.841

[worst_setup_path]
cp_cell_sequence = clkdlybuf4s50_1 > or4_4 > o21ai_4 > nor4_2 > buf_4 > clkdlybuf4s50_1
path_common_cell = clkdlybuf4s50_1
crit_arrival_ns = 2.30
required_ns = 2.40
slowest_stage = or4_4
cp-start-kind = input port
cp_max_fo = 2
crit_type = in2out
critical-path-top-delay-family = buffers and inverters
worst-path-buf-inv = 3
slowest_delay_ns = 0.45
crit_path_end_kind = output port

[worst_hold_path]
min_from = regWrite_M
min_to = forwardB[0]
hold_class = in2out
hold_path_depth = 4

[final_timing]
rsz0062_at_grt = no
setup_viol = 0
worst_pin_slew_ns = 0.261
period_needed_ns = 2.90
finalWorstSetupSlack_ns = 0.0970
fmax_mhz = 344
finalHoldViolCount = 0
period_used_share = 0.968
slew_violations = 0
slew_headroom = 0.825

[final_layout]
syn_to_final_growth_pct = 155
design.seq.count = 0
fill_cells = 387
nClkBuffers = 0
logic_area_um2 = 290
ff_latch_area_um2 = 0
layout.cells.non_filler = 113
drive_gt1_frac = 0.167

[run]
tool_warnings = 32
cap_violations = 0

[power]
p_leak_nw = 0.235
power_density_nw_per_um2 = 123
vdd_drop_max_mv = 0.0454

[detailed_routing]
vias = 375
drt_iter0_markers = 4
wl_mm = 1.32
drc = 0
vias_per_cell = 3.32
ant_nets = 0
post_drt_wl_per_cell_um = 11.7
first_pass_iters = 3

[floorplanning]
coreArea_um2 = 3420
dieWidth_um = 80
chipArea_um2 = 6400
boundaryPins = 26
rows = 21
fp_util = 0.0755
die_h_um = 80

[global_route]
grt_pass1_vias = 394
gr-total-overflow = 0
grt_pass1_wl_mm = 2.07
track_usage = 0.0399
grt_max_degree = 4
antenna_found_initial = 1

[clock_network]
postCtsSetupBuffers = 0
cts_hold_buf = 0

[outcome]
status = complete, no violations
-- cells by family after synthesis --
logic type	after synthesis	synth area share
xor+xnor	20	0.680
simple gates	13	0.286
compound gates	1	0.0340
-- worst max-delay path by stage --
stage	slack (ns)	cells past startpoint	startpoint	endpoint
4_1_cts	0.02	6	rd_E[1]	forwardB[1]
5_1_grt	0.02	6	rd_E[1]	forwardA[1]
6_report	0.1	6	rd_E[1]	forwardB[1]
-- synth_stat cells --
master	n
nor4_1	4
nand4_1	2
nor2_1	1
o21ai_2	1
nand2_1	2
xor2_1	4
or4_1	2
xnor2_1	16
nand3_1	2
-- routing by layer --
| layer | vias to the layer above | track usage | share of wire |
|---|---|---|---|
| met5 | - | 0 | 0 |
| met4 | 0 | 0 | 0 |
| met1 | 160 | 0.0725 | 0.60 |
| li1 | 189 | - | - |
| met3 | 0 | 0.0295 | 0.21 |
| met2 | 26 | 0.0297 | 0.19 |
-- where the power goes --
group          switching [mW]  leakage [nW]  internal (mW)    total [mW]
logic                  0.0313         0.235         0.0494        0.0807
clock network               0    0.00000634   0.0000000445  0.0000000445
registers                   0             0              0             0
-- placed cells by master (no fill, tap or decap), types with 2 or more instances in the layout --
master	synthesis	final
nand3_1	2	2
nor4_1	4	2
nand4_1	2	2
dlymetal6s2s_1	0	3
clkdlybuf4s50_1	0	21
buf_4	0	6
xnor2_1	16	16
xor2_1	4	4
nand2_1	2	2
-- tightest hold or removal path, cell delays in order --
cell and delay (ns):
clkdlybuf4s50_1 0.43, nand4_1 0.09, nor4_1 0.05, clkbuf_2 0.09
-- area by class of cell --
class | count | share of cell area
multi-input combinational | 34 | 0.442
timing repair buffer | 32 | 0.467
antenna | 1 | 0.00381
tap | 46 | 0.0876
-- repair_timing --
action,CTS,global route
pin swaps,2,3
hold endpoints to repair,0,0
resized,3,9
endpoints found under the setup margin,3,4
-- metrics by stage --
step / utilization / power [mW] / hold slack, ns / area, um^2 / setup TNS, ns
final: 0.192 / 0.0807 / 1.87 / 657 / 0
after global routing: 0.192 / 0.0887 / 1.92 / 657 / 0
after CTS: 0.183 / 0.0771 / 2.02 / 624 / 0
after detailed placement: 0.182 / 0.0759 / 2.19 / 621 / -0.479
after global placement: 0.182 / 0.0754 / 2.19 / 621 / -0.461
after floorplan: - / 0.0269 / 1.27 / 258 / 0
No activity file was given, so power comes from the tool's default toggle rates.
